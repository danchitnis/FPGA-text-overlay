==> flow/design.v <==
`timescale 1ns / 1ps
module kbd_proc(clk, data, valid, extended, released, addr_ram, din, wea);
    input clk;
    input [7:0] data;
    input extended;
	 input valid;
    input released;
    output [10:0] addr_ram;
    output [7:0] din;
    output wea;
	reg [10:0] addr =0;
	reg [10:0] addr_ram=0;
	reg [7:0] din;
	reg wea;
	reg [2:0] m1_state=0;
	reg [2:0] m2_state=0;
	always @(posedge clk)
		if (  (released==0) )
			if ( (extended==1) && (valid==1) )
				case (data)
					8'h72 : begin wea<=0; addr<=addr+39;  	end  
					8'h75 : begin wea<=0; addr<=addr-39; 	end  
					8'h6B : begin wea<=0; addr<=addr-1;  	end  
					8'h74 : begin wea<=0; addr<=addr+1;  	end  
					8'h71 : begin wea<=1; din<=0; 			end  
				endcase
			else
				case (data)
					8'h66 : if (valid==1) begin wea<=1; addr<=addr-1; din<=8'h00; end  
					8'h03 : case (m2_state)  
								0 : if (valid==1) m2_state<=1;
								1 : begin addr<=0; din<=0; wea<=1; m2_state<=2; end
								2 : if (addr<1482) addr<=addr+1;
										else begin
											wea<=0 ;
											m2_state<=0;
											addr<=1;
											end
								endcase
					default  
						case (m1_state)
							0 : if (valid==1) begin wea<=1; din<=data; m1_state<=1; end 
							1 : begin wea<=0; addr<=addr+1; m1_state<=0; end
						endcase
				endcase
	always @(posedge clk)	
		addr_ram<=addr+117;
endmodule
==> flow/run.sh <==
#!/bin/bash
# OpenROAD 26Q1-2900-gdf79404cd8, Yosys 0.63+post, stock flow scripts
make -C /OpenROAD-flow-scripts/flow DESIGN_CONFIG=/design/flow/config.mk WORK_HOME=/design/flow/orfs finish
==> flow/config.mk <==
export PLATFORM = sky130hd
export DESIGN_NAME = kbd_proc
export DESIGN_NICKNAME = kbd_proc
export VERILOG_FILES = /design/flow/design.v
export SDC_FILE = /design/flow/constraint.sdc
export NUM_CORES = 4
export LEC_CHECK = 1
export CORE_UTILIZATION = 40
==> flow/constraint.sdc <==
current_design kbd_proc

set clk_period 8.9
set clk_io_pct 0.2

create_clock -name clk0 -period $clk_period [get_ports {clk}]

set non_clock_inputs [all_inputs -no_clocks]
set_input_delay [expr $clk_period * $clk_io_pct] -clock clk0 $non_clock_inputs
set_output_delay [expr $clk_period * $clk_io_pct] -clock clk0 [all_outputs]
==> notes.md <==
Implementation numbers.

- Sorting the synthesized cells by how often they occur yields 30 x sky130_fd_sc_hd__nand2_1, 23 x sky130_fd_sc_hd__a21oi_1, 23 x sky130_fd_sc_hd__edfxtp_1, 23 x sky130_fd_sc_hd__nor2_1.
- Warnings raised by the tools during the run amount to 29.
- The share of final-layout standard cells stronger than drive strength 1 is 7.67%.
- The final number of max-transition violations is 0.
- The congestion estimate from routability-driven global placement came to 0.942.
- The number of synthesized register bits is 34.
- The total non-filler cell area in the finished layout is 3350 sq um.
- The accumulated negative setup slack is 0 ns.
- The commonest register cell after synthesis is sky130_fd_sc_hd__edfxtp_1.
- The initialized floorplan defines 30 standard-cell rows.
- Entering global routing, the biggest net connects 20 pins.
- The final hold violation count is 0.
- After synthesis, the mean cell area works out to 8.65 sq um.
- The minimum setup slack in the final design is 3.73 ns.
- The die extent in x is 86.9 microns.
- The flow ran to the end, and the final reports show no timing, DRC or antenna violations.
- The total iterations of the first detailed-routing run is 4.
- The critical path class is in -> reg.
- After synthesis the cells add up to 2880 sq um.
- Dividing the detail-routed via count by the number of cells gives 5.85.
- The per-cell routed wire length is 17.0 microns.
- The number of flops mapped to enable cells by yosys is 23.
- The worst register-to-register path has a setup slack of 6.14 ns.
- The count of nets left with antenna violations once routing finished came out at 0.
- The pre-placement core utilization is 41.9%.
- The static leakage is 1.19 nW.
- The number of buffers added on ports is 31.
- Per the CTS log, the buffer count on the longest clock path is 2.
- The most congested layer reported by global routing is met1.
- The clock tree from TritonCTS is built.
- The required time at the worst endpoint is listed as 8.95 ns.
- Setup repair after global routing left no endpoint under its margin.
- The data arrival at the endpoint of the critical path is 5.21 ns.
- The type of origin of the critical path is a primary input.
- The worst-case max-slew headroom was logged as 56.1%.
- STA classifies the critical path endpoint as a register.
- The number of cells in Yosys stat is 333.
- The total power divided by cell area is 128 nW/um^2.
- The chip area is 7540 sq um.
- The script parses the final routing iteration and logs DRC violations as 0.
- The placed instance area is 3240 sq um.
- The post-route clock skew is 0.00418 ns.
- Detailed-route iteration 0 reported a violation count of 221.
- In the global route stage, met3 resource usage came out at 4.62%.
- The total global-route track usage is 21.8%.
- Counting every instance in the synthesized netlist gives 333.
- The final critical path time including I/O delays and setup is 5.17 ns.
- The initial antenna violation count is 0.
- Clock latency on the worst-skew pair, taken at its later pin, is 0.29 ns.
- The final timing report counts setup violations totalling 0.
- The H-tree depth is 2.
- The root buffer cell is sky130_fd_sc_hd__clkbuf_8.
- Per the timing report, the achievable frequency comes out to 0.194 GHz.
- The total length of routed wires is 7.62 mm.
- The number of distinct library cells after synthesis is 63.
- The clock-pin transition on the worst setup and hold timing paths is 0.08 ns.
- The via count of the first global-routing pass came to 2,374.
- The number of hold-repair buffers added at the cts stage is 0.
- In this run the VDD rail shows a maximum IR drop of 0.0574 mV.
- Global routing finished with a remaining overflow of 0.
- The area overhead of the layout relative to synthesis is 16.3%.
- For this design, the sink count on the clock tree is 34.
- The cell type that accounts for the most area after synthesis is sky130_fd_sc_hd__edfxtp_1.
- The worst setup timing slack at the placement stage is 3.55 ns.
- The global-route wire length before repair is 12.3 mm.
- The area inside the core boundary is 6870 sq um.
- The number of maximum-capacitance violations recorded for the run is 0.
- The async set-or-reset flop fraction in the synthesized netlist is 0%.
- The slew at the pin closest to its max-slew limit is 0.657 ns.
- The post-layout period usage of the worst path is 58.0%.
- The I/O pin total is 32.
- After synthesis, flip-flops and latches occupy 31.6% of the total area.
- Of the post-synthesis cell area, the dominant cell type holds 24.0%.
- The highest fanout seen on the critical path is 14.
- The most frequently used library cell after synthesis is sky130_fd_sc_hd__nand2_1.
- The post-cts gate resize count is 0.
- The count of antenna diodes in the layout is 0.
- The detailed router placed 2,622 vias in this run.
- The met1 track utilization from global routing is 33.2%.
- Yosys reports a chip area of 2880 sq um.
- The number of warning messages in the yosys log is 1.
- The floorplan step set the die height to 86.9 microns.
- The total clock buffers created by CTS is 5.
- Note that the worst hold path type here is reg -> reg.
- The main area contributors are sky130_fd_sc_hd__edfxtp_1 24%, sky130_fd_sc_hd__dfxtp_1 7.6%, sky130_fd_sc_hd__xnor2_1 5.8%, sky130_fd_sc_hd__xor2_1 4.3%, sky130_fd_sc_hd__a21oi_1 4.0%.
- The wire-length estimate of the detail-placed layout is 5.39 mm.
- In this run the post-CTS setup repair buffer count came out at 0.
- The global-route met2 utilization is 32.1%.
==> cells in the final DEF, fill, tap and decap left out, drive strengths merged, types with 9 or more instances in the layout <==
master	instances
clkdlybuf4s50	31
nand2	30
dfxtp	11
xnor2	19
and2	17
edfxtp	23
inv	10
xor2	14
ha	9
o21ai	20
nor2	26
a21oi	23
==> worst paths after layout <==
path / depth (start not counted) / start / end
min: 1 / m1_state[0]$_DFFE_PP_ / m1_state[0]$_DFFE_PP_
min reg2reg: 1 / m1_state[0]$_DFFE_PP_ / m1_state[0]$_DFFE_PP_
max reg2reg: 8 / addr[0]$_DFFE_PP_ / addr[10]$_DFFE_PP_
max: 11 / data[4] / addr[6]$_DFFE_PP_
==> sequential cells by signal (all words and copies together), names as in the netlist <==
| signal | cells |
|---|---|
| addr | 11 |
| addr_ram | 11 |
| din | 8 |
| m1_state | 1 |
| m2_state | 2 |
| wea | 1 |
==> per-layer routing <==
layer / vias up / share of wire [%]
li1: 1288 / -
met2: 98 / 43
met3: 22 / 7.5
met5: - / 0
met1: 1214 / 46
met4: 0 / 3.1
==> report_power, final <==
part / switching, mW / internal [mW]
clock network: 0.0631 / 0.0833
logic: 0.0416 / 0.0457
registers: 0.0134 / 0.181
==> through the flow <==
step                      hold WS, ns  power (mW)  utilization, %  cells
after CTS                       0.595       0.433            48.8    448
after detailed placement        0.578       0.284            47.1    440
after floorplan                 0.532       0.250               -    333
after global placement          0.574       0.285            47.1    440
final                           0.589       0.428            48.8    448
after global routing            0.623       0.451            48.8    448
==> final cells by class <==
type	instances	area [sq um]
Inverter	10	37.5
Multi-Input combinational cell	266	1840
Timing Repair Buffer	34	333
Tap cell	96	120
Fill cell	655	3520
Clock inverter	3	45.0
Clock buffer	5	68.8
Sequential cell	34	911
==> worst max-delay path, cell delays in order <==
cell and delay, ns:
sky130_fd_sc_hd__clkdlybuf4s50_1 0.75, sky130_fd_sc_hd__nand4b_4 0.16, sky130_fd_sc_hd__nor2_2 0.49, sky130_fd_sc_hd__inv_2 0.26, sky130_fd_sc_hd__ha_1 0.42, sky130_fd_sc_hd__a2111o_1 0.38
sky130_fd_sc_hd__a21oi_1 0.32, sky130_fd_sc_hd__o22ai_1 0.15, sky130_fd_sc_hd__a221o_1 0.30, sky130_fd_sc_hd__a21oi_1 0.14, sky130_fd_sc_hd__nor2_1 0.05
==> logic make-up (layout without fill, tap and decap cells) <==
| family | Yosys count | after routing | synth area share (%) |
|---|---|---|---|
| and+or+nand+nor | 121 | 121 | 24.4 |
| xor gates and xnor gates | 33 | 33 | 10.0 |
| DFF | 34 | 34 | 31.6 |
| adders and majority gates | 9 | 9 | 3.91 |
| muxes | 3 | 3 | 1.04 |
| buffers and inverters | 33 | 52 | 4.87 |
| AOI/OAI and AO/OA | 100 | 100 | 24.2 |
Power is estimated from default activity; no workload was simulated.
